[flow/run.sh]
#!/bin/bash
# OpenROAD 26Q1-2900-gdf79404cd8, Yosys 0.63+post, stock flow scripts
make -C /OpenROAD-flow-scripts/flow DESIGN_CONFIG=/design/flow/config.mk WORK_HOME=/design/flow/orfs finish
[flow/config.mk]
export PLATFORM = sky130hd
export DESIGN_NAME = TimerEcclesiaMorain
export DESIGN_NICKNAME = TimerEcclesiaMorain
export VERILOG_FILES = /design/flow/design.v
export SDC_FILE = /design/flow/constraint.sdc
export NUM_CORES = 4
export LEC_CHECK = 1
export CORE_UTILIZATION = 40
[flow/constraint.sdc]
current_design TimerEcclesiaMorain

set clk_period 3.1
set clk_io_pct 0.2

create_clock -name clk0 -period $clk_period [get_ports {CLOCK_50}]

set non_clock_inputs [all_inputs -no_clocks]
set_input_delay [expr $clk_period * $clk_io_pct] -clock clk0 $non_clock_inputs
set_output_delay [expr $clk_period * $clk_io_pct] -clock clk0 [all_outputs]
[flow/design.v]
module TimerEcclesiaMorain (
  input CLOCK_50,
  input FPGA_RESET_N,
  input [9:0] SW,
  input [3:0] KEY,
  output [6:0] HEX0,
  output [6:0] HEX1,
  output [6:0] HEX2,
  output [6:0] HEX3,
  output [6:0] HEX4,
  output [6:0] HEX5,
  output [9:0] LEDR
);
wire [3:0] state;
wire [3:0] ones_Secs,
			  tens_Secs,
			  ones_Mins,
			  tens_Mins;
seq_detector seqdet(
	.clock				(CLOCK_50),
	.reset				(FPGA_RESET_N),
	.input_0				(key0_press),
	.input_1				(key1_press),
	.SW					(SW),
	.y						(LEDR[0]),
	.onesSecDisp      (ones_Secs),
	.tensSecDisp      (tens_Secs),
	.onesMinDisp      (ones_Mins),
	.tensMinDisp      (tens_Mins),
	.state				(state)
);
wire key0_press;
key_press key0p(
	.clock				(CLOCK_50),
	.key					(KEY[0]),
	.key_press			(key0_press)
);
wire key1_press;
key_press key1p(
	.clock				(CLOCK_50),
	.key					(KEY[1]),
	.key_press			(key1_press)
);
dec2_7seg disp4(1'b0, HEX4);
dec2_7seg disp(state, HEX5);
dec2_7seg disp0(ones_Secs, HEX0);
dec2_7seg disp1(tens_Secs, HEX1);
dec2_7seg disp2(ones_Mins, HEX2);
dec2_7seg disp3(tens_Mins, HEX3);
assign LEDR[1] = ~FPGA_RESET_N;
assign LEDR[2] = KEY[0];
assign LEDR[3] = KEY[1];
endmodule
`timescale 1ns/1ps
module clk_divider #(
  parameter INPUT_FREQUENCY         = 50000000,
  parameter OUTPUT_FREQUENCY        = 1
)
(
  input  wire                       clk_in,
  output reg                        clk_out
);
  localparam COUNTER_WIDTH = $clog2(INPUT_FREQUENCY / OUTPUT_FREQUENCY / 2);
  wire [COUNTER_WIDTH-1:0] max_count;
  wire done;
  assign max_count = INPUT_FREQUENCY / OUTPUT_FREQUENCY / 2;
  up_down_counter #(
    .COUNTER_WIDTH                ( COUNTER_WIDTH         )
  ) clk_divider_counter (
    .clk                          ( clk_in                ),
    .reset                        ( 1'b0                  ),
    .enable                       ( 1'b1                  ),
    .up_down                      ( 1'b1                  ),
    .max_count                    ( max_count             ),
    .done                         ( done                  ),
    .count_out                    (                       )
  );
  always @(posedge clk_in)
  begin: GENERATE_OUTPUT_CLOCK
    if (done)
      clk_out <= !clk_out;
  end
endmodule
module dec2_7seg (
	input		[3:0] 		num,
	output		[6:0]		display
);
assign display = 
		num == 0 ? ~7'b011_1111 :
		num == 1 ? ~7'b000_0110 :
		num == 2 ? ~7'b101_1011 :
		num == 3 ? ~7'b100_1111 :
		num == 4 ? ~7'b110_0110 :
		num == 5 ? ~7'b110_1101 :
		num == 6 ? ~7'b111_1101 :
		num == 7 ? ~7'b000_0111 :
		num == 8 ? ~7'b111_1111 :
		num == 9 ? ~7'b110_0111 :
					7'bxxx_xxxx ;  
endmodule
module key_press(
	input 					clock,
	input 					key,
	output 	 				key_press
);
reg key_sync;
reg key_sync_d;
always @(posedge clock)
begin
	key_sync 	<= ~key;
	key_sync_d 	<= key_sync;
end
assign key_press = key_sync && !key_sync_d;
endmodule
module seq_detector(
	input 				clock,
	input					reset,
	input 				input_0,  
	input					input_1,  
	input	[9:0]			SW,  
	output reg 			y,  
	output reg [3:0]		onesSecDisp,
	output reg [3:0]		tensSecDisp,
	output reg [3:0]		onesMinDisp,
	output reg [3:0]		tensMinDisp,
	output reg [3:0]	state 
);
parameter SIZE 	= 4;
parameter RESET 	= 4'b0000,
		SET_SEC 		= 4'b0001,
		SET_MIN 		= 4'b0010,
		COUNTDOWN_SEC_ONES 	= 4'b0011,
		COUNTDOWN_SEC_TENS	= 4'b0100,
		COUNTDOWN_MIN_ONES	= 4'b0101,
		COUNTDOWN_MIN_TENS	= 4'b0110,
		TIMER_DONE	= 4'b0111,
		TIMER_PAUSE	= 4'b1000;
reg 	[SIZE - 1 : 0] 		next_state, 
									paused_state;
reg				next_y,
					secs_complete,
					mins_complete,
					ten_mins_complete,
					sec_tens_updated,
					min_ones_updated,
					min_tens_updated;
reg[3:0] next_tensMin,
			next_onesMin,
			next_tensSec,
			next_onesSec;
wire clk_1Hz;
clk_divider clk_div(clock, clk_1Hz);
always @(posedge clock)
begin
	if (reset == 1'b0) begin
		state <= RESET;
	end
	else
		state <= next_state;
end
always @(posedge clock)
begin
			tensMinDisp = next_tensMin;
			onesMinDisp = next_onesMin;
			tensSecDisp = next_tensSec;
			onesSecDisp = next_onesSec;
end
always @(posedge clk_1Hz)
begin
	case(state)
		RESET: begin 
			next_tensMin = 0;
			next_onesMin = 0;
			next_tensSec = 0;
			next_onesSec = 0;
		end
		SET_SEC: begin 
			if(SW[7:4] >= 5) begin
						next_tensSec = 5;
					end
			else begin
						next_tensSec = SW[7:4];
					end
			if(SW[3:0] >= 9) begin
						next_onesSec = 9;
					end
			else begin
						next_onesSec= SW[3:0];
					end
		end
		SET_MIN: begin 
			if(SW[7:4] >= 9) begin
						next_tensMin = 9;
					end
			else begin
						next_tensMin = SW[7:4];
					end
			if(SW[3:0] >= 9) begin
						next_onesMin = 9;
					end
			else begin
						next_onesMin = SW[3:0];
					end
		end
		COUNTDOWN_SEC_ONES: begin 
			next_onesSec = next_onesSec - 1;
			sec_tens_updated = 0;
			min_ones_updated = 0;
			min_tens_updated = 0;
			if (next_tensSec == 0) begin
				secs_complete = 1;
			end
			if (next_onesMin == 0) begin
				mins_complete = 1;
			end
			if (next_tensMin == 0) begin
				ten_mins_complete = 1;
			end
		end
		COUNTDOWN_SEC_TENS: begin 
			next_tensSec = next_tensSec - 1;
			next_onesSec = 9;
			if (next_tensSec == 0) begin
				secs_complete = 1;
			end
			sec_tens_updated = 1;
		end
		COUNTDOWN_MIN_ONES: begin
			next_onesMin = next_onesMin - 1;
			next_onesSec = 9;
			next_tensSec = 5;
			if (next_onesMin == 0) begin
				mins_complete = 1;
			end
			secs_complete = 0;
			min_ones_updated = 1;
		end
		COUNTDOWN_MIN_TENS: begin
			next_tensMin = next_tensMin - 1;
			next_onesSec = 9;
			next_tensSec = 5;
			next_onesMin = 9;
			if (next_tensMin == 0) begin
				ten_mins_complete = 1;
			end
			mins_complete = 0;
			min_tens_updated = 1;
		end
		TIMER_DONE: begin
			y = ~next_y;
			secs_complete = 0;
			mins_complete = 0;
			ten_mins_complete = 0;
		end
	endcase
end
always @(*)  
begin
	next_state = state;
	next_y = y;
	case(state)
		RESET: begin
			if (input_1) begin		
				next_state = SET_SEC;
			end
			else if (input_0) begin
				next_state = RESET;
			end		
		end
		SET_SEC: begin
			if (input_1)
				next_state = SET_MIN;
			else if (input_0)
				next_state = RESET;
		end
		SET_MIN: begin  
			if (input_1)
				next_state = COUNTDOWN_SEC_ONES;
			else if (input_0)
				next_state = RESET;
		end
		COUNTDOWN_SEC_ONES: begin 
			if (input_0) begin
				next_state = RESET;
				end
			else if (input_1) begin
				paused_state = COUNTDOWN_SEC_ONES;
				next_state = TIMER_PAUSE;
				end
			else if (next_onesSec != 0) begin 
				next_state = COUNTDOWN_SEC_ONES;
				end
			else if (next_onesSec == 0 && secs_complete == 0) begin
				next_state = COUNTDOWN_SEC_TENS;
				end
			else if (next_onesSec == 0 && secs_complete == 1 && mins_complete == 0) begin
				next_state = COUNTDOWN_MIN_ONES;
			end
			else if (next_onesSec == 0 && secs_complete == 1 && mins_complete == 1 && ten_mins_complete == 0) begin
				next_state = COUNTDOWN_MIN_TENS;
			end
			else if (next_onesSec == 0 && secs_complete == 1 && mins_complete == 1 && ten_mins_complete == 1) begin
				next_state = TIMER_DONE;
			end
		end
		COUNTDOWN_SEC_TENS: begin
			if (input_0) begin
				next_state = RESET;
				end
			else if (sec_tens_updated == 1) begin  
				next_state = COUNTDOWN_SEC_ONES;
			end			
		end
		COUNTDOWN_MIN_ONES: begin
			if (input_0) begin
					next_state = RESET;
					end
			else if (min_ones_updated == 1) begin  
				next_state = COUNTDOWN_SEC_ONES;
			end		
		end
		COUNTDOWN_MIN_TENS: begin
			if (input_0) begin
					next_state = RESET;
					end
			else if (min_tens_updated == 1) begin
				next_state = COUNTDOWN_SEC_ONES;
			end				
		end
		TIMER_PAUSE: begin
			if (input_0) begin
				next_state = RESET;
				end
			else if (input_1) begin
				next_state = paused_state;
				end
		end
		TIMER_DONE: begin
			if (input_0) begin
				next_state = RESET;
			end
		end
		default: next_state = RESET;
	endcase
end
endmodule
`timescale 1ns/1ps
module up_down_counter #(
  parameter COUNTER_WIDTH           = 4
)
(
  input                             clk,
  input                             reset,
  input                             enable,
  input                             up_down,
  input  [ COUNTER_WIDTH -1 : 0 ]   max_count,
  output                            done,
  output [ COUNTER_WIDTH -1 : 0 ]   count_out
);
  reg [ COUNTER_WIDTH -1 : 0 ] count = 'b0;
  always@(posedge clk)
  begin
    if (reset)
      count <= 0;
    else if (enable)
    begin
      if (up_down)
      begin: COUNT_UP
        if (done)
          count <= 'b0;
        else
          count <= count + 1'b1;
      end
      else
      begin: COUNT_DOWN
        if (done)
          count <= max_count;
        else
          count <= count - 1;
      end
    end
  end
  assign count_out = count;
  assign done = up_down ? count == max_count : count == 'b0;
endmodule
==> results.tsv <==
metric	value	unit
max_stage_delay	510	ps
end_kind	primary output	
wl_met3	385	µm
ys_top_logic_family	simple AND/OR/NAND/NOR gates	
top_area_cell	dfxtp_1	
p_per_area	273	nW/µm²
unclocked_pins	23	
ys_sh_mux	0.777	%
ys.flops	78	
io_pins	68	
cts_hold_buf	0	
dieArea	10500	µm²
avgSynthCellArea	8.91	µm²
drc	0	
ys_sh_adder	2.80	%
skew	13.0	ps
layout_min_cycle_time	2750	ps
antenna_found_initial	0	
cap_viol_max_count	0	
crit_fanout	12	
ys_sh_aoi	12.6	%
ys_cells	452	
final_util	47.4	%
viasPerCell	5.17	
ant_nets	0	
worstPathRequired	2480	ps
gp_congestion	0.868	
post_cts.repair.setup_buffers	0	
wl_per_cell	12.9	µm
whs	361	ps
p_leak	0.00170	µW
gr-total-overflow	0	
max_slew_margin	45.9	%
num_vias	3169	
fp-utilization	41.2	%
top_area_share	26.8	%
die_x	102	µm
wl_met2	3.43	mm
cts_max_path_buffers	2	
routed_wl	7.91	mm
rows	36	
top_layer_used	met4	
largest_reg_flops	25	
period_used_share	88.8	%
numPortBuffers	50	
cts-root-buf	clkbuf_8	
grt_pass1_vias	2751	
min_path_type	flip-flop to flip-flop	
worst_pin_slew	804	ps
grt_max_degree	25	
status	finished clean	
die_h	102	µm
drive_gt1_share	3.75	%
lay_top_cells	54 x dfxtp_1, 50 x clkdlybuf4s50_1, 36 x nand2_1, 32 x nor2_1, 30 x a21oi_1	
xor_share	6.53	%
area_delta_synth_final	14.9	%
placed_area	4520	µm²
yosysUniqueCellTypes	56	
synth_area	4030	µm²
largest_register	seqdet.clk_div.clk_divider_counter.count	
dr.pass1.iters	4	
h-tree-depth	2	
async_reset_ff_share	0	%
setup_viol	0	
wl_met1	4.02	mm
yosys_warnings	10	
critPathArrivalTime	2130	ps
max_freq	0.363	GHz
yosysSeqAreaShare	44.7	%
synthCells	452	
cts_tree	yes	
path_class	flip-flop to primary output	
hold_viol_final	0	
crit_slowest_cell	clkdlybuf4s50_1	
reg_top3	seqdet.clk_div.clk_divider_counter.count (25), seqdet.state (9)	
clk_pin_slew	90	ps
final_cell_area	4630	µm²
edf_count	24	
tns	0	ps
startpoint_type	flip-flop	
antenna_cells	0	
simple_gate_share	24.4	%
synth_top_flop_cell	dfxtp_1	
netlist_top_cells_area	dfxtp_1 27%, edfxtp_1 18%, xnor2_1 5.0%	
cts_buffers	5	
slew_viol_final	0	
layout_top_cell	dfxtp_1	
clk_latency	310	ps
hpwl	5.84	mm
grt_first_pass_wirelength	12.8	mm
core	9770	µm²
rsz0062_at_grt	false	
path_cells	nor2_1 -> nand2_1 -> or4_1 -> o21ai_0 -> clkdlybuf4s50_1	
ir_worst_vdd	0.000316	V
ys_area	4030	µm²
cts-resized-gates	0	
untimed_endpoints	63	
drtIter0Drc	161	
warnings	33	
groute.usage.overall	15.8	%
metrics by stage:
stage	instances	setup WS, ps	power (µW)
after floorplan	463	1170	780
after global placement	605	725	805
after detailed placement	605	707	805
after CTS	613	357	1280
after global routing	613	231	1320
final	613	348	1260
cells in the mapped netlist, types with 3 or more instances:
master    number
dfxtp_1       54
edfxtp_1      24
nand3_1       17
or3_1          5
ha_1           9
nor4_1         6
buf_4         16
nor2_1        32
a31oi_1        3
nor3b_1        5
buf_2          4
nor2b_1        9
nand3b_1       5
nand2_1       36
xnor2_1       23
or2_2          4
a21oi_1       30
inv_1         26
nand2b_1      15
clkbuf_1      20
nor3_1        18
o31ai_1        4
nand4_1        7
o22ai_1        3
xor2_1         7
or4_1          6
o21ai_0       22
and4_1         6
cell type report:
| cell class | count | area, µm² |
|---|---|---|
| Fill cell | 915 | 5150 |
| Multi-Input combinational cell | 317 | 1940 |
| Sequential cell | 78 | 1800 |
| Timing Repair Buffer | 51 | 508 |
| Tap cell | 133 | 166 |
| Inverter | 26 | 97.6 |
| Clock buffer | 6 | 72.6 |
| Clock inverter | 2 | 37.5 |
kinds of logic after synthesis:
| group | count (synthesis) |
|---|---|
| XOR/XNOR | 30 |
| buffers and inverters | 68 |
| adder cells (fa/ha/maj) | 9 |
| other | 2 |
| AND/OR/NAND/NOR | 180 |
| multiplexers | 3 |
| AND-OR/OR-AND | 82 |
| flip-flops | 78 |
worst max-delay path: cells and delay by family (launching register included):
kind | cells | cell delay [ps]
DFF | 1 | 440
buffers and inverters | 1 | 510
AOI/OAI and AO/OA | 1 | 100
and+or+nand+nor | 3 | 790
power by group:
part	internal [µW]	switching, µW	total (µW)
registers	719	7.25	726
clock network	241	234	475
logic	30.1	32.9	63.0
total	991	274	1260
routing by layer:
metal,up-vias,global-route usage (%)
met3,4,2.78
met1,1460,24.9
met2,93,24.3
li1,1612,-
met4,0,1.65
met5,-,0
worst paths after layout:
path	from	to	slack, ps	cells past startpoint
setup reg to reg	seqdet.clk_div.clk_divider_counter.count[0]	seqdet.clk_div.clk_divider_counter.count[24]	920	6
hold reg to reg	key1p.key_sync	key1p.key_sync_d	360	0
setup / recovery	seqdet.state[3]	HEX5[3]	350	5
hold / removal	key1p.key_sync	key1p.key_sync_d	360	0
No activity file was given, so power comes from the tool's default toggle rates.
